$ cat flow/design.v
module uart_tx(
    input wire clk,           
    input wire reset,         
    input wire [7:0] data,    
    input wire tx_start,      
    output reg tx,            
    output reg tx_done        
);
    parameter CLKS_PER_BIT = 10417;  
    reg [15:0] counter = 0;
    reg [3:0] bit_counter = 0;
    reg [7:0] tx_data = 0;
    reg [1:0] state = 0;   
    always @(posedge clk or posedge reset) begin
        if (reset) begin
            tx <= 1'b1;          
            tx_done <= 1'b0;
            counter <= 0;
            bit_counter <= 0;
            state <= 0;
        end else begin
            case (state)
                0:  
                    if (tx_start) begin
                        tx_data <= data;
                        tx <= 1'b0;  
                        counter <= 0;
                        bit_counter <= 0;
                        state <= 1;
                        tx_done <= 1'b0;
                    end
                1:  
                    if (counter == CLKS_PER_BIT - 1) begin
                        counter <= 0;
                        if (bit_counter < 8) begin
                            tx <= tx_data[bit_counter];
                            bit_counter <= bit_counter + 1;
                        end else begin
                            tx <= 1'b1;  
                            state <= 2;
                        end
                    end else begin
                        counter <= counter + 1;
                    end
                2:  
                    if (counter == CLKS_PER_BIT - 1) begin
                        counter <= 0;
                        state <= 0;
                        tx_done <= 1'b1;
                    end else begin
                        counter <= counter + 1;
                    end
            endcase
        end
    end
endmodule
module uart_rx(
    input wire clk,           
    input wire reset,         
    input wire rx,            
    output reg [7:0] data,    
    output reg rx_done        
);
    parameter CLKS_PER_BIT = 10417;  
    reg [15:0] counter = 0;
    reg [3:0] bit_counter = 0;
    reg [1:0] state = 0;   
    always @(posedge clk or posedge reset) begin
        if (reset) begin
            data <= 8'b0;
            rx_done <= 1'b0;
            counter <= 0;
            bit_counter <= 0;
            state <= 0;
        end else begin
            case (state)
                0:  
                    if (~rx) begin   
                        counter <= 0;
                        state <= 1;
                        rx_done <= 1'b0;
                    end
                1:  
                    if (counter == (CLKS_PER_BIT / 2)) begin
                        if (~rx) begin
                            counter <= 0;
                            bit_counter <= 0;
                            state <= 2;
                        end else begin
                            state <= 0;  
                        end
                    end else begin
                        counter <= counter + 1;
                    end
                2:  
                    if (counter == CLKS_PER_BIT - 1) begin
                        counter <= 0;
                        data[bit_counter] <= rx;
                        if (bit_counter < 7) begin
                            bit_counter <= bit_counter + 1;
                        end else begin
                            state <= 3;  
                        end
                    end else begin
                        counter <= counter + 1;
                    end
                3:  
                    if (counter == CLKS_PER_BIT - 1) begin
                        if (rx) begin   
                            rx_done <= 1'b1;
                        end
                        state <= 0;
                        counter <= 0;
                    end else begin
                        counter <= counter + 1;
                    end
            endcase
        end
    end
endmodule
module uart_top(
    input wire clk,
    input wire reset,
	input wire [7:0] tx_data,
	input wire tx_start,
	input wire rx,
	output wire tx,
	output wire [7:0] rx_data,
	output wire rx_done,
	output wire tx_done
	);
    uart_tx TX(.clk(clk),
	           .reset(reset),
		       .data(tx_data),
			   .tx_start(tx_start),
			   .tx(tx),
			   .tx_done(tx_done));
    uart_rx RX(.clk(clk),
		       .reset(reset),
			   .rx(rx),
			   .data(rx_data),
			   .rx_done(rx_done));
endmodule
$ cat flow/run.sh
#!/bin/bash
# OpenROAD 26Q1-2900-gdf79404cd8, Yosys 0.63+post, stock flow scripts
make -C /OpenROAD-flow-scripts/flow DESIGN_CONFIG=/design/flow/config.mk WORK_HOME=/design/flow/orfs finish
$ cat flow/config.mk
export PLATFORM = sky130hd
export DESIGN_NAME = uart_top
export DESIGN_NICKNAME = uart_top
export VERILOG_FILES = /design/flow/design.v
export SDC_FILE = /design/flow/constraint.sdc
export NUM_CORES = 4
export LEC_CHECK = 1
export CORE_UTILIZATION = 40
$ cat flow/constraint.sdc
current_design uart_top

set clk_period 3.3
set clk_io_pct 0.2

create_clock -name clk0 -period $clk_period [get_ports {clk}]

set non_clock_inputs [all_inputs -no_clocks]
set_input_delay [expr $clk_period * $clk_io_pct] -clock clk0 $non_clock_inputs
set_output_delay [expr $clk_period * $clk_io_pct] -clock clk0 [all_outputs]
==> flow_metrics.py <==
# Generated from Yosys and OpenROAD reports
metrics = {
    "timing": {
        "final.setup.tns_ns": 0,
        "rsz0062_at_grt": "false",
        "period_needed_ns": 2.51,
        "clock_skew_ns": 0.0126,
        "hold_viol": 0,
        "finalSetupViolations": 0,
        "timing.final.max_slew_violations": 0,
        "timing.final.crit_share": 0.760,
        "max_freq_mhz": 399,
        "slew_headroom": 0.371,
        "worst-slew-pin-transition_ns": 0.944,
    },
    "flow_run": {
        "cap_violations": 0,
        "openroad.warnings": 33,
    },
    "drt": {
        "route.vias.total": 2649,
        "initialDrtViolationCount": 76,
        "routed-wl-met2_um": 2830,
        "postRouteWirelength_um": 6590,
        "drcViolationCount": 0,
        "detail_route.first_pass.iterations": 5,
        "antennaDiodeCount": 0,
        "drt-met1-wl_um": 3450,
        "drt-wirelength-per-cell_um": 13.6,
        "postRouteAntennaNets": 0,
        "top_layer": "met4",
        "routed-wl-met3_um": 234,
        "vias_per_cell": 5.45,
    },
    "setup_path": {
        "timing.rr.start": "RX.counter[7]$_DFFE_PP0P_",
        "crit_arrival_ns": 2.73,
        "kind_of_critical_path": "reg2reg",
        "worstSetupEndpointType": "flip-flop",
        "reg2reg_slack_ns": 0.79,
        "worst_setup_path_startpoint": "RX.counter[7]$_DFFE_PP0P_",
        "startpoint_type": "flip-flop",
        "worst-r2r-cell-count": 5,
        "maximum_fanout_encountered_on_the_critical_timing_path": 11,
        "required_ns": 3.52,
        "critPathCapture": "RX.data[4]$_DFFE_PP0P_",
        "critical_path.reg2reg.endpoint": "RX.data[4]$_DFFE_PP0P_",
    },
    "logic_synthesis": {
        "synth_area_per_cell_um2": 9.73,
        "yosys_most_used_dff": "sky130_fd_sc_hd__dfrtp_1",
        "postSynthCellCount": 357,
        "synth-async-reset-ratio": 0.873,
        "synth_chip_area_mm2": 0.00347,
        "synth_sequential_area_ratio": 0.466,
        "yosysUniqueCellTypes": 58,
        "number_of_synthesized_flops_with_an_enable_pin": 8,
        "synth_flops": 63,
        "synthesis.area_mm2": 0.00347,
        "synth.yosys.num_cells": 357,
        "ys.warnings.count": 2,
    },
    "power": {
        "power.leakage_nw": 1.63,
        "power.total_mw": 1.39,
        "peakVddDrop_mv": 0.190,
        "power.net_switching_uw": 308,
        "p_sw_frac": 0.221,
        "p_int_mw": 1.09,
        "power_density_mw_per_mm2": 355,
        "power.share.clock": 0.414,
        "pwr-share-seq": 0.564,
        "p_comb_frac": 0.022,
    },
    "placed_design": {
        "place_hpwl_um": 4550,
        "globalplace.congestion": 0.857,
        "place_area_mm2": 0.00376,
        "dpl.cell_count": 471,
        "io_buffer_count": 22,
    },
    "clocking": {
        "cts_tree": "built",
        "worst_setup_hold_path_clk_slew_ns": 0.07,
        "postCtsSetupRepairBufs": 0,
        "h-tree-depth": 3,
        "cts_root_buf": "sky130_fd_sc_hd__clkbuf_8",
        "clock.latency.late_pin_ns": 0.34,
        "cts_max_path_buffers": 2,
        "cts.hold.buffers_added": 0,
        "cts_made_buffers": 9,
        "cts_resized": 0,
        "clock_sink_total": 63,
    },
    "floorplanning": {
        "die_height_um": 95.2,
        "dieWidth_um": 95.2,
        "fp_util": 0.419,
        "row_count": 33,
        "fp.dieArea_mm2": 0.00906,
        "io_count": 23,
        "core_mm2": 0.00830,
    },
    "cells_and_area": {
        "multiInputGateArea_mm2": 0.00171,
        "final-instance-count-excl-fill": 486,
        "design_area_mm2": 0.00393,
        "area_growth_pct": 13.0,
        "layout-drive-gt1-share": 0.0761,
        "fill_cell_total_of_the_finished_layout": 738,
        "flop_area_mm2": 0.00162,
    },
    "hold_path": {
        "holdCritPathClass": "reg2reg",
    },
    "global_routing": {
        "grt_antenna_before_repair": 0,
        "grt_start_max_net_pins": 44,
        "grt_overflow": 0,
        "first_global_vias": 2404,
        "wire_length_of_the_first_global_routing_pass_um": 11500,
        "groute.usage.overall": 0.164,
    },
    "run_status": {
        "outcome": "complete, no violations",
    },
}
==> layout by cell type, fill, tap and decap left out, drive strengths merged, types with 5 or more instances in the layout <==
cell / instances
nor3: 7
xnor2: 7
nor4: 7
nor2: 24
ha: 13
o21ai: 26
inv: 18
a31oi: 19
edfxtp: 8
clkbuf: 11
dfrtp: 54
xor2: 5
nand3: 19
nand4: 9
clkdlybuf4s50: 22
a21oi: 17
nand2: 38
o31ai: 7
==> state kept, by name, summed over array words and instances (netlist names), named ones only <==
signal / flops
RX.counter: 16
TX.counter: 16
TX.tx: 1
RX.data: 8
TX.tx_done: 1
RX.bit_counter: 4
TX.state: 2
TX.bit_counter: 4
RX.state: 1
RX.rx_done: 1
TX.tx_data: 8
==> layout make-up <==
class / count / share of cell area
Timing Repair Buffer: 24 / 0.0599
Inverter: 18 / 0.0172
Clock inverter: 4 / 0.00606
Tap cell: 105 / 0.0335
Sequential cell: 63 / 0.412
Clock buffer: 11 / 0.0360
Multi-Input combinational cell: 261 / 0.435
==> metrics by stage <==
stage           util  hold WS [ns]  setup slack [ns]
3_3_place_gp   0.453         0.474             0.670
3_5_place_dp   0.453         0.475             0.586
2_1_floorplan      -         0.433              1.11
5_1_grt        0.473         0.494             0.539
6_report       0.473         0.483             0.792
4_1_cts        0.473         0.487             0.749
==> worst min-delay path by stage <==
| stage | startpoint | end | slack, ns | cells after the start |
|---|---|---|---|---|
| finish | TX.tx$_DFFE_PP1P_ | TX.tx$_DFFE_PP1P_ | 0.48 | 2 |
| global route | TX.tx$_DFFE_PP1P_ | TX.tx$_DFFE_PP1P_ | 0.49 | 2 |
| CTS | TX.tx$_DFFE_PP1P_ | TX.tx$_DFFE_PP1P_ | 0.49 | 2 |
==> routing by layer <==
| metal | global-route usage | up-vias |
|---|---|---|
| met5 | 0 | - |
| met4 | 0.0164 | 0 |
| met3 | 0.0389 | 8 |
| met2 | 0.240 | 33 |
| met1 | 0.264 | 1236 |
| li1 | - | 1372 |
==> cells by family after synthesis <==
logic type / synth area share
AOI/OAI and AO/OA: 0.169
xor gates and xnor gates: 0.0302
adders and majority gates: 0.0468
buffers and inverters: 0.0428
DFF: 0.466
muxes: 0.0374
and+or+nand+nor: 0.208
==> Yosys cell counts (6+ instances only) <==
master / count / area share
sky130_fd_sc_hd__a21oi_1: 17 / 0.024
sky130_fd_sc_hd__a31oi_1: 19 / 0.034
sky130_fd_sc_hd__clkbuf_1: 9 / 0.0097
sky130_fd_sc_hd__dfrtp_1: 54 / 0.39
sky130_fd_sc_hd__edfxtp_1: 8 / 0.069
sky130_fd_sc_hd__ha_1: 13 / 0.047
sky130_fd_sc_hd__inv_1: 18 / 0.019
sky130_fd_sc_hd__nand2_1: 38 / 0.041
sky130_fd_sc_hd__nand3_1: 19 / 0.027
sky130_fd_sc_hd__nand4_1: 9 / 0.016
sky130_fd_sc_hd__nor2_1: 24 / 0.026
sky130_fd_sc_hd__nor3_1: 7 / 0.010
sky130_fd_sc_hd__nor4_1: 6 / 0.011
sky130_fd_sc_hd__o21ai_0: 24 / 0.035
sky130_fd_sc_hd__o31ai_1: 6 / 0.013
sky130_fd_sc_hd__xnor2_1: 7 / 0.018
==> worst max-delay path, cell delays in order (launching register included) <==
cell	delay, ns
sky130_fd_sc_hd__dfrtp_1	0.50
sky130_fd_sc_hd__or4bb_1	0.51
sky130_fd_sc_hd__nor4_1	0.34
sky130_fd_sc_hd__nand4_1	0.33
sky130_fd_sc_hd__nor4_1	0.35
sky130_fd_sc_hd__mux2_1	0.36
==> power by group through the flow <==
stage	Sequential [mW]	Clock [mW]	Combinational, mW
after CTS	0.786	0.599	0.0323
after global routing	0.786	0.632	0.0357
final	0.787	0.577	0.0307
Power and IR drop assume default switching activity.
